File: design/flow/run.sh
#!/bin/bash
# OpenROAD 26Q1-2900-gdf79404cd8, Yosys 0.63+post, stock flow scripts
make -C /OpenROAD-flow-scripts/flow DESIGN_CONFIG=/design/flow/config.mk WORK_HOME=/design/flow/orfs finish
File: design/flow/config.mk
export PLATFORM = sky130hd
export DESIGN_NAME = AXI_protocol
export DESIGN_NICKNAME = AXI_protocol
export VERILOG_FILES = /design/flow/design.v
export SDC_FILE = /design/flow/constraint.sdc
export NUM_CORES = 4
export LEC_CHECK = 1
export CORE_UTILIZATION = 40
File: design/flow/constraint.sdc
current_design AXI_protocol

set clk_period 33.0
set clk_io_pct 0.2

create_clock -name clk0 -period $clk_period [get_ports {A_clk}]

set non_clock_inputs [all_inputs -no_clocks]
set_input_delay [expr $clk_period * $clk_io_pct] -clock clk0 $non_clock_inputs
set_output_delay [expr $clk_period * $clk_io_pct] -clock clk0 [all_outputs]
File: design/flow/design.v
module AXI_master(
	input A_clk,
	input A_reset,
	output reg [7:0]AR_addr,
	output reg AR_valid,
	input AR_ready,
	input [7:0]R_data,
	input R_resp,
	input R_valid,
	output reg R_ready,
	output reg [7:0]AW_addr,
	output reg AW_valid,
	input AW_ready,
	output reg [7:0]W_data,
	output reg W_valid,
	input W_ready,
	input B_resp,
	input B_valid,
	output reg B_ready,
	input [7:0] raddr,
	input [7:0] waddr,
	input [7:0] data,
	output reg [7:0] read
);
reg [3:0]AW_state;
reg [3:0]W_state;
reg [3:0]AR_state;
reg [3:0]R_state;
reg [3:0]B_state;
localparam AW_IDLE = 0;
localparam AW_VALIDITY = 1;
localparam AW_DONE = 2;
localparam AR_IDLE = 3;
localparam AR_VALIDITY = 4;
localparam AR_DONE = 5;
localparam W_IDLE = 6;
localparam W_WRITE = 7;
localparam W_DONE = 8;
localparam R_IDLE = 9;
localparam R_READ = 10;
localparam R_DONE = 11;
localparam B_IDLE = 12;
localparam B_RESPONSE = 13;
localparam B_DONE = 14;
always@(posedge A_clk)
begin
	if(A_reset) begin
		AW_state <= AW_IDLE;
		W_state <= W_IDLE;
		AR_state <= AR_IDLE;
		R_state <= R_IDLE;
		B_state <= B_IDLE;
	end
	else begin
		case(AW_state)
			AW_IDLE:
				begin
					AW_valid <= 1;
					AW_state <= AW_VALIDITY;
				end
			AW_VALIDITY:
				begin
					if(AW_valid && AW_ready) begin
						AW_addr <= waddr;
						AW_valid <= 0;
						AW_state <= AW_DONE;
					end
				end
			AW_DONE:
				begin
					AW_state <= AW_IDLE;
				end
			default: AW_state <= AW_IDLE;
		endcase
		case(W_state)
			W_IDLE:
				begin
					W_valid <= 1;
					W_state <= W_WRITE;
				end
			W_WRITE:
				begin
					if(W_valid && W_ready && AW_addr) begin
						W_data <= data;
						W_valid <= 0;
						W_state <= W_DONE;
					end
				end
			W_DONE:
				begin
					W_state <= W_IDLE;
				end
			default: W_state <= W_IDLE;
		endcase
		case(AR_state)
			AR_IDLE:
				begin
					AR_valid <= 1;
					AR_state <= AR_VALIDITY;
				end
			AR_VALIDITY:
				begin
					if(AR_valid && AR_ready) begin
						AR_addr <= AW_addr;
						AR_valid <= 0;
						AR_state <= AR_DONE;
					end
				end
			AR_DONE:
				begin
					AR_state <= AR_IDLE;
				end
			default: AR_state <= AR_IDLE;
		endcase
		case(R_state)
			R_IDLE:
				begin
					R_ready <= 1;
					R_state <= R_READ;
				end
			R_READ:
				begin
					if(R_valid && R_ready && AR_addr) begin
						read <= R_data;
						R_ready <= 0;
						R_state <= R_DONE;
						end
				end
			R_DONE:
				begin
					R_state <= R_IDLE;
				end
			default: R_state <= R_IDLE;
		endcase
		case(B_state)
			B_IDLE:
				begin
					if(!B_valid)
						B_ready <= 1;
					B_state <= B_RESPONSE;
				end
			B_RESPONSE:
				begin
					if(B_valid && B_ready) begin
						B_ready <= 0;
						B_state <= B_DONE;
					end
				end
			B_DONE:
				begin
					B_state <= B_IDLE;
				end
			default:B_state <= B_IDLE;
		endcase
	end
end
endmodule
module AXI_protocol(
	input A_clk,
	input A_reset,
	output wire [7:0]AR_addr,
	output wire AR_valid,
	output wire AR_ready,
	output wire [7:0]R_data,
	output wire R_resp,
	output wire R_valid,
	output wire R_ready,
	output wire [7:0]AW_addr,
	output wire AW_valid,
	output wire AW_ready,
	output wire [7:0]W_data,
	output wire W_valid,
	output wire W_ready,
	output wire B_resp,
	output wire B_valid,
	output wire B_ready,
	input [7:0] raddr,
	input [7:0] waddr,
	input [7:0] data,
	output [7:0] read
);
AXI_master master(
	.A_clk(A_clk),
	.A_reset(A_reset),
	.AR_addr(AR_addr),
	.AR_valid(AR_valid),
	.AR_ready(AR_ready),
	.R_data(R_data),
	.R_resp(R_resp),
	.R_valid(R_valid),
	.R_ready(R_ready),
	.AW_addr(AW_addr),
	.AW_valid(AW_valid),
	.AW_ready(AW_ready),
	.W_data(W_data),
	.W_valid(W_valid),
	.W_ready(W_ready),
	.B_resp(B_resp),
	.B_valid(B_valid),
	.B_ready(B_ready),
	.raddr(raddr),
	.waddr(waddr),
	.data(data),
	.read(read)
);
AXI_slave slave(
	.A_clk(A_clk),
	.A_reset(A_reset),
	.AR_addr(AR_addr),
	.AR_valid(AR_valid),
	.AR_ready(AR_ready),
	.R_data(R_data),
	.R_resp(R_resp),
	.R_valid(R_valid),
	.R_ready(R_ready),
	.AW_addr(AW_addr),
	.AW_valid(AW_valid),
	.AW_ready(AW_ready),
	.W_data(W_data),
	.W_valid(W_valid),
	.W_ready(W_ready),
	.B_resp(B_resp),
	.B_valid(B_valid),
	.B_ready(B_ready)
);
endmodule
module AXI_slave(
	input A_clk,
	input A_reset,
	input [7:0]AR_addr,
	input AR_valid,
	output reg AR_ready,
	output reg [7:0]R_data,
	output reg R_resp,
	output reg R_valid,
	input R_ready,
	input [7:0]AW_addr,
	input AW_valid,
	output reg AW_ready,
	input [7:0]W_data,
	input W_valid,
	output reg W_ready,
	output reg B_resp,
	output reg B_valid,
	input B_ready
);
reg [7:0] MEM [0:255];
reg [7:0] waddr_reg;
reg [7:0] wdata_reg;
reg write_addr_valid, write_data_valid;
reg [7:0] raddr_reg;
always@(posedge A_clk)
begin
	if(A_reset) begin
		AR_ready <= 0;
		R_resp <= 0;
		R_valid <= 0;
		AW_ready <= 0;
		W_ready <= 0;
		B_resp <= 0;
		B_valid <= 0;
		write_addr_valid <= 0;
		write_data_valid <= 0;
	end
	else begin
		if(AW_valid && !write_addr_valid) begin
			AW_ready <= 1;
			waddr_reg <= AW_addr;
			write_addr_valid <= 1;
		end else begin
			AW_ready <= 0;
		end
		if(W_valid && !write_data_valid) begin
			W_ready <= 1;
			MEM[waddr_reg] <= W_data;
			B_valid <= 1;
			B_resp <= 0;
			write_addr_valid <= 0;
			write_data_valid <= 0;
		end
		else W_ready <= 0;
		if(B_valid && B_ready) begin
			B_valid <= 0;
		end
		if(AR_valid && !AR_ready && !R_valid) begin
			AR_ready <= 1;
			raddr_reg <= AR_addr;
		end else begin
			AR_ready <= 0;
		end
		if(AR_valid && AR_ready && !R_valid) begin
			R_data <= MEM[raddr_reg];
			R_resp <= 0;
			R_valid <= 1;
		end
		if(R_valid && R_ready) begin
			R_resp <= 1;
			R_valid <= 0;
		end
	end
end
endmodule
==> GITHUB_STEP_SUMMARY <==
## PnR job results

| Metric | Value |
|---|---|
| Chip area | `207,000 um2` |
| # DRC | `0` |
| Max-cap violations | `0` |
| First-pass GRT wire length | `between 200 and 300 mm` |
| CP Class | `input port to flip-flop` |
| Worst R2R Start | `slave.raddr_reg[1]` |
| Post-route cell area | `92,500 um2` |
| Vias | `between 30,000 and 40,000` |
| Crit path max-delay cell type | `nand3_1` |
| Fin Hold WS | `about 0.41 ns` |
| Setup TNS | `0 ns` |
| Top logic family | `multiplexers` |
| OpenROAD warnings | `44` |
| Min Tclk post-route | `~9 ns` |
| Dpl hpwl | `~120 mm` |
| Root Buffer | `clkbuf_16` |
| Aoi share | `0.0369` |
| Die boundary width | `approximately 450 um` |
| Worst-path clk slew | `~0.06 ns` |
| Post-CTS Resized | `0` |
| Critical Path RT | `approximately 33 ns` |
| Final WS setup | `approximately 24 ns` |
| Hold_buf cts | `0` |
| Final Max Slew Viols | `0` |
| Cell Type Count | `52` |
| Static Leak | `between 0.02 and 0.03 uW` |
| Critical path endpoint category | `flip-flop` |
| Post-place setup slack | `about 23 ns` |
| Max reg flops | `approximately 2,000` |
| Unrepaired setup endpoints after global routing | `no` |
| Clock latency at the later pin of the worst-skew pair | `about 0.87 ns` |
| XOR/XNOR Area Share | `0` |
| Synth mux share | `0.139` |
| Mean Syn Cell Area | `between 20 and 25 um2` |
| Area Growth Syn to Fin | `12.9%` |
| I/O pin count | `78` |
| Synth Flop Type | `edfxtp_1` |
| Worst EP arrival | `~9.6 ns` |
| Antenna violations before repair | `6` |
| Num CTS Buffers | `210` |
| R2r endpoint | `slave.R_data[3]` |
| Iteration-0 DRC count of the detailed router | `between 2,000 and 2,500` |
| Row cnt | `about 170` |
| Hold Vio Cnt, Final | `0` |
| Final GP Congestion | `slightly below 0.9` |
| Router iterations before antenna repair | `8` |
| Cell Area, Synth | `around 80,000 um2` |
| Cells after synthesis | `~4,000` |
| Cell area power density | `58.2 nW/um2` |
| FFs w/ async S/R, synth | `0` |
| Yosys Chip Area | `81,900 um2` |
| GRT Util Overall | `0.215` |
| Crit path cell chain | `clkdlybuf4s50_1, buf_4, nor2b_1, buf_4, nand3_1, buf_4, nor2_1` |
| Buffers on Ports | `slightly below 70` |
| CP startpoint kind | `input port` |
| Clk buf depth | `3` |
| GRT Residual Overflow | `0` |
| Fp util | `0.404` |
| Final setup skew | `around 0.053 ns` |
| Crit share post-route | `0.278` |
| Most used cell, CP | `buf_4` |
| Max Fclk | `~110 MHz` |
| Register-to-Register Setup Slack | `roughly 27 ns` |
| Worst Reg-to-Reg Cells | `10` |
| Status | `completed` |
| Hold/Removal Path Class | `flip-flop to flip-flop` |
| Largest stage delay, worst path | `roughly 0.78 ns` |
| Via density | `5.62` |
| Maximum vdd drop | `0.0607 mV` |
| Register share after synthesis | `0.778` |
| CTS H-tree depth | `4` |
| Most used logic cell in the final layout | `edfxtp_1` |
| Core area | `roughly 200,000 um2` |
| EDFF count, synth | `~2,100` |
| CP endpoint | `slave.MEM[56][1]` |
| Top reg by flops | `slave.MEM` |
| Most frequent cells in the layout | `2,109 x edfxtp_1, 428 x mux4_2, 320 x nor2_1, 211 x clkbuf_16, 177 x a22oi_1` |
| Antenna Violating Nets Remaining | `0` |
| Synth Register Bits | `between 2,000 and 2,500` |
| Critical path fanouts, max | `30` |
| WL per Instance | `28.5 um` |
| Sinks on Clock Net | `approximately 2,100` |
| Max-slew headroom | `0.307` |
| Largest net degree at the start of global routing | `145` |
| Synth Warn # | `2` |
| Worst slew pin tran | `slightly above 1 ns` |
| Share of layout cells above drive strength 1 | `0.206` |
| Critical Path Start | `A_reset` |
| CTS tree | `done` |
| Vias in the first global route | `42,700` |
| Routed WL | `around 200 mm` |
| Simple-Gate Fraction of Synth Area | `0.0296` |
| Setup Viol. Count Final | `0` |
| Placed Instance Area | `~86,000 um2` |
| Total setup buffers inserted after CTS | `0` |
| Adder share | `0` |
| Worst hold start | `master.W_state[1]` |
| Die height | `roughly 450 um` |
| Yosys cell count | `3,956` |
[per-stage QoR]
step,cells,power (uW),utilization
after floorplan,3956,3080,-
after global placement,6592,3130,0.423
after detailed placement,6592,3130,0.423
after CTS,6979,5430,0.456
after global routing,6981,5540,0.456
final,6983,5390,0.456
[synthesized netlist by cell type (5+ instances only)]
cell type | count | share of area
a22oi_1 | 177 | 0.016
a221oi_1 | 25 | 0.0027
a22o_1 | 17 | 0.0018
mux2i_1 | 164 | 0.020
and3_1 | 8 | 0.00061
nand3_1 | 36 | 0.0022
nand4_1 | 18 | 0.0014
a21o_1 | 7 | 0.00064
or4_1 | 15 | 0.0014
buf_4 | 31 | 0.0028
or2_2 | 9 | 0.00069
o21ai_0 | 18 | 0.0011
buf_2 | 57 | 0.0035
dfxtp_1 | 22 | 0.0054
a31oi_1 | 8 | 0.00061
nor2b_1 | 20 | 0.0015
nand2_1 | 47 | 0.0022
inv_1 | 8 | 0.00037
o221ai_1 | 40 | 0.0043
nor2_1 | 322 | 0.015
nor4_1 | 11 | 0.00084
mux2_2 | 7 | 0.00096
mux4_2 | 428 | 0.12
buf_1 | 17 | 0.00078
clkbuf_1 | 109 | 0.0050
buf_6 | 30 | 0.0041
a21oi_1 | 111 | 0.0068
o21ai_1 | 6 | 0.00037
o22ai_1 | 16 | 0.0012
nor3_1 | 19 | 0.0012
edfxtp_1 | 2109 | 0.77
and4_1 | 5 | 0.00053
[routing by layer]
layer  GRT usage  routed length [um]  share of wire
met1       0.277               68100           0.34
met4      0.0501                5930          0.030
met5     0.00210                  75        0.00038
met2       0.320               96000           0.48
met3       0.141               29200           0.15
[cells by family after synthesis]
kind of cell,after synthesis
flip-flops,2131
multiplexers,599
AND/OR/NAND/NOR,535
AND-OR/OR-AND,437
buffers and inverters,253
other,1
[power by group]
part	leakage, uW	switching (uW)	internal (uW)
sequential	0.0191	3.25	2940
clock	0.00326	1000	1310
combinational	0.00611	80.4	49.8
total	0.0285	1080	4300
[worst max-delay path, delay by kind of cell]
kind	cells	cell delay (ns)
buffers and inverters	4	1.41
and+or+nand+nor	3	1.59
[area by class of cell]
| class | instances | area, um2 |
|---|---|---|
| Multi-Input combinational cell | 1572 | 16900 |
| Clock buffer | 262 | 5470 |
| Tap cell | 2672 | 3340 |
| Antenna cell | 4 | 10.0 |
| Clock inverter | 125 | 1190 |
| Sequential cell | 2131 | 63800 |
| Timing Repair Buffer | 208 | 1830 |
| Inverter | 9 | 33.8 |
| Fill cell | 16600 | 110000 |
[how the worst min path moves through the flow]
stage	slack (ns)	cells past startpoint	to
6_report	0.41	1	master.W_state[0]
5_1_grt	0.42	1	master.AW_state[0]
4_1_cts	0.41	1	master.W_state[0]
Power and IR drop assume default switching activity.
